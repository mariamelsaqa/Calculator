`flow/design.v`:
```
module BCD (in, dot, temp);
input wire [3:0] in;
input dot;
output reg [7:0] temp;
            always @(*) begin
                case(in)
                    4'b0000:
                    temp = 8'b00000001;
                    4'b0001:
                    temp = 8'b01001111;
                    4'b0010:
                    temp = 8'b00010010;
                    4'b0011:
                    temp = 8'b00000110;
                    4'b0100:
                    temp = 8'b01001100;
                    4'b0101:
                    temp = 8'b00100100;
                    4'b0110:
                    temp = 8'b00100000;
                    4'b0111:
                    temp = 8'b00001111;
                    4'b1000:
                    temp = 8'b00000000;
                    4'b1001:
                    temp = 8'b00000100;
                    4'b1010:
                    temp = 8'b01111110;
                    4'b1011:
                    temp = 8'b01100000;
                    4'b1100:
                    temp = 8'b00110001;
                    4'b1101:
                    temp = 8'b01000010;
                    4'b1110:
                    temp = 8'b00110000;
                    4'b1111:
                    temp = 8'b00111000;
                endcase
           if( dot ==1'b1)
           begin
           temp[7] = 1;
           end
           else if ( dot == 1'b0)
           begin
           temp[7] = 0;
           end
end  
endmodule
module Binary_Counter #(parameter n=4)(input clk, reset, UpDown, Inc, output [n-1:0]count);
reg [n-1:0]temp=0;
always @(posedge clk, posedge reset) begin
 if (reset == 1)
 temp <= 3'd0; 
 else begin
    if((UpDown ==1)&&(Inc == 0) )
        temp <= temp-1;
    else if ((UpDown ==1)&&(Inc ==1))
             temp <= temp-2;
     else if((UpDown ==0)&&(Inc == 0))
        temp <= temp + 1;
     else
            temp <= temp + 2;
            end
end
assign count =temp;
endmodule
module calc(input [8:0]B, output reg [14:0] result, output reg dot);
genvar i;
reg [3:0] Digit1 = 4'b0000;
reg [3:0] Digit2 = 4'b0000;
reg [3:0] Digit3 = 4'b0000;
reg [3:0] Digit4 = 4'b0000;
reg [6:0]firstpart;
reg [6:0]secondpart;
always @ (B)
begin
if(B[0] == 1'b1)
begin 
if (Digit1 != 4'd9)
begin
Digit1 = Digit1 + 4'd1;
end
else if (Digit1 == 4'd9)
begin
Digit1 = 4'd0;
end
end
if(B[1] == 1'b1)
begin 
if (Digit2 != 4'd9)
begin
Digit2 = Digit2 + 4'd1;
end
else if (Digit2 == 4'd9)
begin
Digit2 = 4'd0;
end
end
if(B[2] == 1'b1)
begin 
if (Digit3 != 4'd9)
begin
Digit3 = Digit3 + 4'd1;
end
else if (Digit3 == 4'd9)
begin
Digit3 = 4'd0;
end
end
if(B[3] == 1'b1)
begin 
if (Digit4 != 4'd9)
begin
Digit4 = Digit4 + 4'd1;
end
else if (Digit4 == 4'd9)
begin
Digit4 = 4'd0;
end
end
firstpart = Digit2 + (Digit1 * 4'b1010);
secondpart = Digit4 + (Digit3 *4'b1010);
result = secondpart + (firstpart *7'b1100100);
dot = 0;
if (B[4] == 1'b1)
begin
result = firstpart + secondpart;
dot = 1;
end
if (B[5] == 1'b1)
begin
dot = 1;
if(firstpart < secondpart) begin
result = (secondpart - firstpart);
result[14] = 1'b1;
end
else
begin
result = firstpart - secondpart;
end
end
if (B[6] == 1'b1)
begin
dot = 1;
result = firstpart * secondpart;
end
if (B[7] == 1'b1)
begin
dot = 1;
result = firstpart / secondpart;
end
if(B[8] == 1'b1)
begin
dot = 0;
result = secondpart + (firstpart *7'b1100100);
end
end
endmodule
module Clock_Divider #(parameter n=500000) (input clk,rst, output clk_out);
reg [31:0]count;
reg clk_ou=0;
always @(posedge clk, posedge rst) begin
        if (rst == 1'b1)
       count <= 32'b0;
else if (count ==n-1)begin
       count <=32'b0;
   clk_ou<=~clk_ou;
end
else
     count<=count+1;
end
assign clk_out=clk_ou;
endmodule
module Decoder(input [1:0]in, output [3:0]out);
assign out[0]= ~((~in[0]) & (~in[1]));
assign out[1]= ~((~in[1]) & (in[0]));
assign out[2]= ~(in[1] & (~ in[0]));
assign out[3]= ~(in[0] & in[1]) ;
endmodule
module Display(input [8:0]B,input clk,output [7:0] mux_out,output [3:0]decoder_out);
wire rst;
wire clk_out;
wire[7:0] ssd_out1,ssd_out2, ssd_out3, ssd_out4;
wire count;
wire[14:0] w;
wire [3:0] d1;
wire [3:0] d2;
wire [3:0] d3;
wire [3:0] d4;
wire dot;
calc c (.B(B),.result(w), .dot(dot));
Splitter S (.result(w), .digit1(d1), .digit2(d2), .digit3(d3), .digit4(d4));
Clock_Divider #(500000) cd(clk,0, clk_out);
BCD s1 (d4, 1'b1, ssd_out1);
BCD s3 (d3,1'b0, ssd_out2);
BCD s2 (d2,dot, ssd_out3);
BCD s4 (d1,1'b1, ssd_out4);
Binary_Counter  #(2) nc(clk_out, 0, 0, 0, count );
Decoder decod (count, decoder_out);
MUX our_mux (ssd_out1, ssd_out2, ssd_out3, ssd_out4, count, mux_out);
endmodule
module MUX(input [7:0]sec1,sec2,min1,min2, input [1:0] sel , output reg [7:0] inseg );
always @(*) begin
case(sel)
2'b00:inseg=sec1;
2'b01:inseg=sec2;
2'b10:inseg=min1;
2'b11:inseg=min2;
endcase
end
endmodule
module mux_4_to_1(i,y,sel);
input [3:0]i;
input [1:0]sel;
output y;
assign y=(sel[1])?((sel[0])?i[3]:i[2]):((sel[0])?i[1]:i[0]);
endmodule
module mux4x1_7bits (i0, i1, i2, i3, y, sel);
    input  [6:0]i0, i1, i2, i3 ;
    input  [1:0] sel;
    output [6:0]y;
assign y=(sel[1])?((sel[0])? i3: i2):((sel[0])?i1 : i0);
endmodule
module Splitter (input [14:0] result, output reg[3:0] digit1,output reg[3:0]digit2,output reg[3:0]digit3,output reg[3:0]digit4);
always @ (result)
begin
if(result[14] == 1)
begin
digit4 = 4'b1010;
end
else
begin
digit4 = (result[13:0]/10'b1111101000) % 4'b1010;
end
digit1 = result[13:0] % 4'b1010;
digit2 = (result[13:0]/4'b1010) % 4'b1010;
digit3 = (result[13:0]/7'b1100100) % 4'b1010;
end
endmodule
```
`flow/run.sh`:
```
#!/bin/bash
# OpenROAD 26Q1-2900-gdf79404cd8, Yosys 0.63+post, stock flow scripts
make -C /OpenROAD-flow-scripts/flow DESIGN_CONFIG=/design/flow/config.mk WORK_HOME=/design/flow/orfs finish
```
`flow/config.mk`:
```
export PLATFORM = sky130hd
export DESIGN_NAME = Display
export DESIGN_NICKNAME = Display
export VERILOG_FILES = /design/flow/design.v
export SDC_FILE = /design/flow/constraint.sdc
export NUM_CORES = 4
export LEC_CHECK = 1
export CORE_UTILIZATION = 50
```
`flow/constraint.sdc`:
```
current_design Display

set clk_period 12.4
set clk_io_pct 0.2

create_clock -name clk0 -period $clk_period [get_ports {clk}]

set non_clock_inputs [all_inputs -no_clocks]
set_input_delay [expr $clk_period * $clk_io_pct] -clock clk0 $non_clock_inputs
set_output_delay [expr $clk_period * $clk_io_pct] -clock clk0 [all_outputs]
```
==> results.txt <==
impl run done, here's what came out: status complete, but fails checks, violated checks design-rule violations, Largest cells by area ha_1 (17%), nand2_1 (5.3%), fa_1 (5.1%), dfxtp_1 (4.9%), nor2_1 (4.9%), global route overflow 0, Final setup viols 0, Log Warnings 60, CP arrival 9.68 ns, post-route setup slack 0.2364 ns, r2r setup slk 9.75 ns, Placed Area 14880 sq um, Tmin final 12.16 ns, total power 1.287 mW, Root Buffer Master clkbuf_16, final WL 38.13 mm, FF-to-FF End cd.count[31], Port Buffers 19, CTS tree built, drt wl/cell 16.70 microns, sequential power share 0.084, dominant delay contributor by cell family on the critical path simple AND/OR/NAND/NOR gates, endpoint class of the critical path primary output, vias in the first global route 12510, internal power 0.7364 mW, Setup crit start B[8], Pre-Place Util 0.5124, synthesized area 13430 sq um, Final ANT Viol Nets 0, CP max-delay cell clkdlybuf4s50_1, routed via count 13560, fin util 0.5885, reg-to-reg startpoint cd.count[3], register pins left without a clock 17, Worst Reg-to-Reg Cells 10, TritonRoute pass-1 iters 47, Power Density 83.44 nW/um^2, Sw Share 0.4278, GRT Overall Usage 0.2834, Iter 0 DRT Violations 903, fillcell total 2435, Peak VDD IR 0.0002114 V, Synth area leader ha_1, Tcrit/Tclk final 0.9809, Hold Crit Start cd.count[0], Max stage delay on crit path 0.49 ns, Worst-Skew Late Latency 0.27 ns, Slew headroom 0.3938, Yosys warnings 81, leakage 7.056 nW, Synth flops 50, # H-tree levels 2, endpoints left unconstrained 20, layout cells sized above 1 0.1499, final hold violations 0, Top Layout Cells nand2_1 (191), ha_1 (186), nor2_1 (173), buf_4 (154), inv_1 (108), Rows 59, final std cells w/o fill 2283, Placement Setup Slack 0.03912 ns, Final Max Tran Viols 0, Post-synth EDFFs 1, Slew @ Worst Pin 0.9039 ns, ANT cells 0, post-synthesis cell count 1829, DRC Markers 4, Dominant cell area share 0.1742, Top Ports 22, cell count of the worst hold path 1, Comb power frac 0.807, placed cell count 2262, clock network fraction of total power 0.109, Die Size 27520 sq um, first-pass GRT wire length 63.18 mm, Commonest flop dfxtp_1, Area growth, synth to finish 14.84%, chip height 165.9 microns, Clock Tree Buf Depth 2, Peak Freq 82.21 MHz, Clock Pin Slew Worst Setup and Hold Paths 0.05 ns, Psw 0.5505 mW, Setup TNS 0 ns, die width 165.9 microns, Buf/Inv on CP 6, syn_area_per_cell 7.342 sq um, Hold Slack 0.4425 ns, Post-Route Skew 0.004768 ns, fin area 15420 sq um, number of antenna violations at the first check in global routing 0, Max Cap Violations 0, Setup CP Type in -> out, hold endpoint cd.count[0], Min-Delay Path Class reg -> reg, Detailed Place HPWL 30.99 mm, routability cong. 0.9450, Core Box Area 26210 sq um, yosys cell count 1829, count of cell types in the netlist 112, routed vias/inst 5.938, TritonCTS Buffers 5, Startpoint Class primary input, Top cell excl fill/tap nand2_1, Async SR Flop Fraction 0, Yosys chip area 13430 sq um, largest net degree at the start of global routing 27, worst-path maximum fanout 26, WP data required 9.92 ns
power by group through the flow:
stage         combinational (mW)  sequential, mW  clock (mW)
global route                1.14           0.108       0.148
finish                      1.04           0.108       0.140
CTS                         1.00           0.108       0.143
sequential cells by signal, indices dropped and copies added (netlist names):
signal     cells
cd.count      32
c.Digit1       4
c.Digit2       4
c.Digit3       4
c.Digit4       4
cd.clk_ou      1
nc.temp        1
area by class of cell:
type	count	area [sq um]	area share
Tap cell	335	419.2	0.02718
Clock buffer	7	142.6	0.009249
Inverter	116	441.7	0.02864
Sequential cell	50	930.9	0.06036
Clock inverter	1	30.03	0.001947
Multi-Input combinational cell	1594	11990	0.7775
Timing Repair Buffer	180	1468	0.09516
metal layers:
metal | vias to the layer above | GRT usage | routed length [microns]
li1 | 6987 | - | -
met1 | 6200 | 0.4197 | 18830
met2 | 334 | 0.4469 | 16540
met3 | 36 | 0.05462 | 2335
met4 | 0 | 0.02844 | 418
met5 | - | 0 | 0
Yosys cell counts, types with 19 or more instances:
cell and number:
fa_1 34, a21o_1 23, nand2_1 191, and3_1 22
ha_1 187, nand2b_1 24, inv_1 108, mux2_2 22
nor4_1 24, o21a_1 50, clkbuf_1 43, mux2i_1 24
o31ai_1 27, xor2_1 36, buf_2 19, a31oi_1 23
nor3_1 71, nor2b_1 21, xnor2_1 70, dfxtp_1 33
a211oi_1 30, a21oi_1 96, and2_1 20, nor2_1 176
o21ai_0 88, nand3_1 39
cells by family after synthesis:
group	after synthesis	synth area share
AND-OR/OR-AND	537	0.2898
multiplexers	50	0.03988
other	1	0.0002792
buffers and inverters	186	0.05646
AND/OR/NAND/NOR	669	0.2400
adder cells (fa/ha/maj)	226	0.2286
flip-flops	34	0.05143
latches	16	0.01789
XOR/XNOR	110	0.07565
worst reg2reg max path, delay by kind of cell, from the launching register on:
kind	cells	cell delay, ns
simple gates	9	2.01
flops	1	0.40
xor+xnor	1	0.14
worst max path at each step:
stage / to / depth (start not counted)
6_report: mux_out[2] / 31
5_1_grt: mux_out[2] / 32
4_1_cts: mux_out[3] / 30
timing repair:
action                                  4_1_cts  5_1_grt
resized                                       0       60
endpoints found under the setup margin        0        7
hold buffers                                  0        0
buffers inserted                              0       13
Power figures rest on the tool's default switching activity, not on a simulated workload.
